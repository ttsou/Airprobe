==> design/flow/design.v <==
`timescale 1ns/10ps
module a5_homelien (
    clk,
    i,
    o
);
input clk;
input [2:0] i;
output o;
wire o;
wire r1_out;
reg [18:0] r1_reg;
wire r1_bit;
wire r3_out;
wire r2_clk;
reg [21:0] r2_reg;
wire r3_bit;
wire majority;
wire r3_clk;
reg [22:0] r3_reg;
wire r2_bit;
wire r2_out;
wire r1_clk;
always @(posedge clk) begin: A5_HOMELIEN_R1_1
    if (i[2]) begin
        r1_reg <= 0;
    end
    else if ((i[1] || (majority == r1_reg[8]))) begin
        r1_reg <= {r1_reg[(19 - 1)-1:0], r1_bit};
    end
end
assign r1_clk = r1_reg[8];
assign r1_out = r1_reg[(19 - 1)];
always @(posedge clk) begin: A5_HOMELIEN_R2_1
    if (i[2]) begin
        r2_reg <= 0;
    end
    else if ((i[1] || (majority == r2_reg[10]))) begin
        r2_reg <= {r2_reg[(22 - 1)-1:0], r2_bit};
    end
end
assign r2_clk = r2_reg[10];
assign r2_out = r2_reg[(22 - 1)];
always @(posedge clk) begin: A5_HOMELIEN_R3_1
    if (i[2]) begin
        r3_reg <= 0;
    end
    else if ((i[1] || (majority == r3_reg[10]))) begin
        r3_reg <= {r3_reg[(23 - 1)-1:0], r3_bit};
    end
end
assign r3_clk = r3_reg[10];
assign r3_out = r3_reg[(23 - 1)];
assign majority = (((r1_clk + r2_clk) + r3_clk) >= 2);
assign o = (r1_out ^ r2_out ^ r3_out);
assign r1_bit = (i[0] ^ r1_reg[13] ^ r1_reg[16] ^ r1_reg[17] ^ r1_reg[18]);
assign r2_bit = (i[0] ^ r2_reg[20] ^ r2_reg[21]);
assign r3_bit = (i[0] ^ r3_reg[7] ^ r3_reg[20] ^ r3_reg[21] ^ r3_reg[22]);
endmodule
==> design/flow/run.sh <==
#!/bin/bash
# OpenROAD 26Q1-2900-gdf79404cd8, Yosys 0.63+post, stock flow scripts
make -C /OpenROAD-flow-scripts/flow DESIGN_CONFIG=/design/flow/config.mk WORK_HOME=/design/flow/orfs finish
==> design/flow/config.mk <==
export PLATFORM = sky130hd
export DESIGN_NAME = a5_homelien
export DESIGN_NICKNAME = a5_homelien
export VERILOG_FILES = /design/flow/design.v
export SDC_FILE = /design/flow/constraint.sdc
export NUM_CORES = 4
export LEC_CHECK = 1
export CORE_UTILIZATION = 50
==> design/flow/constraint.sdc <==
current_design a5_homelien

set clk_period 2.9
set clk_io_pct 0.2

create_clock -name clk0 -period $clk_period [get_ports {clk}]

set non_clock_inputs [all_inputs -no_clocks]
set_input_delay [expr $clk_period * $clk_io_pct] -clock clk0 $non_clock_inputs
set_output_delay [expr $clk_period * $clk_io_pct] -clock clk0 [all_outputs]
==> impl_metrics.csv <==
group,metric,value,unit
hold_path,hold_path_class,"reg2reg",
setup_path,worst_path_max_delay_cell,"xor2_2",
global_route,groute.usage.overall,0.186,
power,power_density,579,nW/µm²
yosys,synthFlopType,"dfxtp_1",
floorplan,boundaryPins,5,
timing,fin_tns_setup,0,ns
clock_tree,cts_hold_buf,0,
yosys,post_synth_num_cell_types,24,
routing,routed_wirelength,4480,µm
finish,final_design_area_no_fill,2820,µm²
yosys,synthTopCellsByArea,"dfxtp_1, mux2i_1, a21oi_1",
setup_path,worstPathCellList,"ha_1 -> a21oi_4 -> xor2_2 -> o21ai_0 -> a21oi_1",
floorplan,fp-row-count,25,
setup_path,r2r_cells,5,
yosys,synth_top_cell_by_area,"dfxtp_1",
clock_tree,post_cts_resized,0,
finish,mostFrequentLayoutCell,"dfxtp_1",
routing,total_inserted_antenna_cells,0,
setup_path,critical-path-max-stage-delay,0.58,ns
yosys,synth_async_sr_flop_share,0,
routing,dr_vias_cell,5.42,
routing,post_drt_wl_per_cell,12.7,µm
yosys,post_synthesis_cell_count,281,
clock_tree,numClockSinks,64,
placement,dp_hpwl,2550,µm
finish,layout.core_utilization,0.582,
outcome,result_of_the_run,"finished, final reports clean",
yosys,netlist.area_leader.share,0.496,
finish,drive_above_1_share,0.102,
power,power.ir.vdd_worst,0.000430,V
timing,max_clock_freq,464,MHz
setup_path,cp-start-kind,"register",
yosys,yosys_warnings,1,
timing,final-hold-violation-count,0,
global_route,number_of_antenna_violations_at_the_first_check_in_global_routing,0,
yosys,post_synth_fa_ha_maj_area_fraction,0.00484,
timing,timing.final.crit_period,2.15,ns
setup_path,cp_data_arrival_time,2.42,ns
clock_tree,clock-root-buffer,"clkbuf_8",
floorplan,fp.coreArea,4850,µm²
hold_path,hold_path_depth,2,
routing,vias,1908,
yosys,mapped_cell_area,2580,µm²
global_route,via_count_of_the_first_global_routing_pass,1719,
floorplan,die-area,5460,µm²
timing,clock-skew-final,0.00447,ns
clock_tree,worst_case_clock_buffer_depth,2,
clock_tree,cts_tree,"built",
yosys,synth-cells-yosys,281,
setup_path,crit_required,3.16,ns
setup_path,path_class,"reg2reg",
floorplan,die_h,73.9,µm
yosys,post_synth_mux_area_share,0.0852,
yosys,count_of_library_flops_with_an_enable_pin,0,
yosys,synthXorXnorAreaFrac,0.0639,
yosys,synth.comb.largest_family,"AND-OR/OR-AND gates",
yosys,synth-compound-area-share,0.179,
timing,finalClockPeriodUsage,0.743,
global_route,grt_pass1_wl,7700,µm
hold_path,hold-path-endpoint,"r3_reg[3]$_SDFFE_PP0P_",
timing,worst_slew_margin_rel,0.502,
clock_tree,ctsHtreeMaxLevel,3,
yosys,synth.ff_latch_count,64,
global_route,grt.overflow.total,0,
timing,rsz_0062_raised_after_global_routing,"false",
routing,drtIter0Drc,79,
floorplan,die_width,73.9,µm
routing,post-route-drc-count,0,
placement,io_buffer_count,4,
placement,place.gp.congestion,0.771,
timing,hold_slack,0.462,ns
routing,antenna_violating_nets_post_route,0,
yosys,synth_chip_area,2580,µm²
finish,filler_cell_count,428,
hold_path,min-delay-start,"r3_reg[3]$_SDFFE_PP0P_",
yosys,simple_gate_area_frac,0.121,
setup_path,critical_path.reg2reg.endpoint,"r1_reg[17]$_SDFFE_PP0P_",
routing,detailed_router_iteration_count_before_antenna_repair,4,
clock_tree,clock_pin_transition_on_the_worst_setup_and_hold_timing_paths,0.07,ns
setup_path,regToRegSetupSlack,0.75,ns
finish,largest_reg_flops,23,
global_route,grt_start_max_net_pins,36,
timing,timing_worst_slew_pin_value,0.744,ns
clock_tree,numCtsBuffers,9,
floorplan,core_util_floorplan,0.533,
timing,timing.final.setup_violations,0,
power,p_leak,0.912,nW
clock_tree,clk-insertion-delay-late,0.33,ns
timing,final-max-slew-violation-count,0,
job,warnings,25,
yosys,avgSynthCellArea,9.20,µm²
setup_path,worstPathMaxFanout,17,
placement,placedInstanceArea,2640,µm²
setup_path,worstReg2RegStart,"r1_reg[8]$_SDFFE_PP0P_",
setup_path,critical_path.endpoint_type,"register",
yosys,synth-seq-area-share,0.496,
finish,layout.cells.most_common_list,"dfxtp_1, a21oi_1, nand3_1, o21ai_0, nor2_1",
clock_tree,cts_setup_buffers,0,
job,maxCapViolations,0,
finish,area_growth_syn_to_layout,9.10,%
worst max-delay path: cells and delay by family (launching register included):
kind / cells / cell delay (ns)
AND-OR/OR-AND: 3 / 0.67
adder cells (fa/ha/maj): 1 / 0.33
XOR/XNOR: 1 / 0.58
flip-flops: 1 / 0.49
power breakdown:
group | switching (mW) | internal (mW)
clock network | 0.317 | 0.376
logic | 0.0377 | 0.0146
registers | 0.00292 | 0.886
total | 0.358 | 1.28
worst max path at each step:
stage	from	to	slack [ns]	cells after the start
after CTS	r1_reg[8]$_SDFFE_PP0P_	r1_reg[4]$_SDFFE_PP0P_	0.75	5
after global routing	r1_reg[8]$_SDFFE_PP0P_	r1_reg[13]$_SDFFE_PP0P_	0.53	5
final	r1_reg[8]$_SDFFE_PP0P_	r1_reg[17]$_SDFFE_PP0P_	0.75	5
stage by stage:
stage          total power, mW  worst slack [ns]  instances
3_3_place_gp             0.961             0.745        336
2_1_floorplan            0.945             0.978        281
4_1_cts                   1.66             0.749        352
3_5_place_dp             0.960             0.736        336
6_report                  1.63             0.745        352
5_1_grt                   1.71             0.532        352
layer usage:
layer  part of all wire  GRT usage  vias to the layer above  wire length [µm]
li1                   -          -                      983                 -
met4              0.012     0.0235                        0                55
met2               0.46      0.298                       24              2080
met1               0.49      0.265                      896              2180
met5                  0          0                        -                 0
met3              0.036     0.0569                        5               162
Yosys cell counts (3+ instances only):
cell and number:
dfxtp_1 64, a21oi_1 42, nand3_1 38, o21ai_0 32, nor2_1 23, mux2i_1 22, clkbuf_1 15, o21ai_1 12
xnor2_1 7, buf_1 3, buf_2 3, nand2_1 3, xor2_1 3
cells by family after synthesis:
group / count (synthesis)
xor+xnor: 14
flops: 64
buf+inv: 25
mux: 22
fa+ha+maj: 1
simple gates: 67
compound gates: 88
layout make-up:
class,count,area [µm²],share of cell area
Sequential cell,64,1280,0.454
Multi-Input combinational cell,192,1170,0.416
Clock buffer,13,169,0.0599
Timing Repair Buffer,12,95.1,0.0337
Tap cell,67,83.8,0.0297
Clock inverter,3,15.0,0.00532
Inverter,1,3.75,0.00133
Power is estimated from default activity; no workload was simulated.
